===== flow/run.sh =====
#!/bin/bash
# OpenROAD 26Q1-2900-gdf79404cd8, Yosys 0.63+post, stock flow scripts
make -C /OpenROAD-flow-scripts/flow DESIGN_CONFIG=/design/flow/config.mk WORK_HOME=/design/flow/orfs finish

===== flow/config.mk =====
export PLATFORM = sky130hd
export DESIGN_NAME = my_capture
export DESIGN_NICKNAME = my_capture
export VERILOG_FILES = /design/flow/design.v
export SDC_FILE = /design/flow/constraint.sdc
export NUM_CORES = 4
export LEC_CHECK = 1
export CORE_UTILIZATION = 50

===== flow/design.v =====
module dual_port_ram #(parameter DATA_WIDTH      = 64,
                       parameter MEM_DEPTH       = 128,
                       parameter OUTPUT_REG      = 0) (
  input                              port_a_clk,
  input                              port_a_wr,
  input      [$clog2(MEM_DEPTH)-1:0] port_a_addr,
  input      [DATA_WIDTH-1:0]        port_a_din,
  output     [DATA_WIDTH-1:0]        port_a_dout,
  input                              port_b_clk,
  input                              port_b_wr,
  input      [$clog2(MEM_DEPTH)-1:0] port_b_addr,
  input      [DATA_WIDTH-1:0]        port_b_din,
  output     [DATA_WIDTH-1:0]        port_b_dout
);
reg [DATA_WIDTH-1:0] mem [MEM_DEPTH-1:0];
reg [DATA_WIDTH-1:0] port_a_dout_reg, port_a_dout_reg2;
reg [DATA_WIDTH-1:0] port_b_dout_reg, port_b_dout_reg2;
always @(posedge port_a_clk) begin
  port_a_dout_reg <= mem[port_a_addr];
  if (port_a_wr) begin
    mem[port_a_addr] <= port_a_din;
  end
end
generate
  if (OUTPUT_REG != 0) begin
    always @(posedge port_a_clk) 
      port_a_dout_reg2 <= port_a_dout_reg;
    assign port_a_dout = port_a_dout_reg2;
  end else begin
    assign port_a_dout = port_a_dout_reg;
  end
endgenerate
always @(posedge port_b_clk) begin
  port_b_dout_reg    <= mem[port_b_addr];
  if (port_b_wr) begin
    mem[port_b_addr] <= port_b_din;
  end
end
generate
  if (OUTPUT_REG != 0) begin
    always @(posedge port_b_clk) 
      port_b_dout_reg2 <= port_b_dout_reg;
    assign port_b_dout = port_b_dout_reg2;
  end else begin
    assign port_b_dout = port_b_dout_reg;
  end
endgenerate
endmodule
module my_capture #(parameter CAPTURE_WIDTH = 32,
                    parameter CAPTURE_SIZE  = 128) (
  input                           clk,
  input                           reset,
  input       [CAPTURE_WIDTH-1:0] capture_data,
  input                           capture_data_valid, 
  input                           capture_start,
  input                           capture_circular,
  input                           capture_stop,
  input       [31:0]              capture_rd_addr,
  input                           capture_reset,
  output      [CAPTURE_WIDTH-1:0] capture_rd_data,
  output      [31:0]              capture_size,
  output reg  [31:0]              capture_amount,
  output      [31:0]              capture_pos);
parameter IDLE          = 'd0;
parameter IN_CAPTURE    = 'd1;
parameter FINISH        = 'd2;
reg [31:0] next_capture_addr, capture_addr;
reg [31:0] next_capture_amount;
reg [1:0]  next_cap_state, cap_state;
reg        capture_wr;
assign capture_size = CAPTURE_SIZE;
assign capture_pos  = capture_addr;
always @(*)
begin
  next_cap_state    = cap_state;
  next_capture_addr = capture_addr;
  next_capture_amount = capture_amount;
  capture_wr        = 1'b0;
  case(cap_state)
    IDLE:
      if (capture_start) begin
        if (capture_data_valid)
        begin
          capture_wr        = 1'b1;
          next_capture_addr = capture_addr + 'd1;
          next_capture_amount = capture_amount + 'd1;
        end
        next_cap_state    = IN_CAPTURE;
      end
    IN_CAPTURE:
      if (capture_reset) begin
        next_cap_state    = IDLE;
        next_capture_addr = 'd0;
      end else if (capture_stop) begin
        next_cap_state    = FINISH;
      end else if (capture_data_valid && (capture_addr == (CAPTURE_SIZE-1)) && !capture_circular) begin
        next_cap_state    = FINISH;
        capture_wr        = 1'b1;
        next_capture_addr = capture_addr + 'd1;
        next_capture_amount = capture_amount + 'd1;
      end else if (capture_data_valid) begin
        capture_wr        = 1'b1;
        if (capture_addr == (CAPTURE_SIZE-1))
          next_capture_addr = 'd0;
        else
          next_capture_addr = capture_addr + 'd1;
        if (capture_amount == CAPTURE_SIZE)
          next_capture_amount = capture_amount;
        else
          next_capture_amount = capture_amount + 'd1;
      end
   FINISH:
     if (capture_reset) begin
        next_cap_state    = IDLE;
        next_capture_addr = 'd0;
        next_capture_amount = 'd0;
     end
  endcase
end
always @(posedge clk or posedge reset)
  if (reset) begin
    cap_state     <= IDLE;
    capture_addr  <= 'd0;
    capture_amount <= 'd0;
  end else begin
    cap_state     <= next_cap_state;
    capture_addr  <= next_capture_addr;
    capture_amount <= next_capture_amount;
  end
dual_port_ram #(.DATA_WIDTH   (CAPTURE_WIDTH),
                .MEM_DEPTH    (CAPTURE_SIZE)) capture_ram (
  .port_a_clk      (clk),
  .port_a_wr       (capture_wr),
  .port_a_addr     (capture_addr[$clog2(CAPTURE_SIZE)-1:0]),
  .port_a_din      (capture_data),
  .port_a_dout     (),
  .port_b_clk      (clk),
  .port_b_wr       (1'b0),
  .port_b_addr     (capture_rd_addr[$clog2(CAPTURE_SIZE)-1:0]),
  .port_b_din      ({(CAPTURE_WIDTH){1'b0}}),
  .port_b_dout     (capture_rd_data));
endmodule

===== flow/constraint.sdc =====
current_design my_capture

set clk_period 4.7
set clk_io_pct 0.2

create_clock -name clk0 -period $clk_period [get_ports {clk}]

set non_clock_inputs [all_inputs -no_clocks]
set_input_delay [expr $clk_period * $clk_io_pct] -clock clk0 $non_clock_inputs
set_output_delay [expr $clk_period * $clk_io_pct] -clock clk0 [all_outputs]

==> notes.md <==
fresh numbers from the pnr run: final WL=424000 um, cycle use final=75.36%, vias in the first global route=87508, top_reg_cell synth=edfxtp_1, largest net degree at the start of global routing=126, fp util=50.35%, reg2reg start=capture_addr[5]$_DFFE_PP0P_, Int Pwr=61.48 mW, Worst R2R Path Depth=4, Most flops, register=capture_ram.mem, type of the worst min-delay path=input pin to register, placement-stage worst setup slack=0.4433 ns, iteration tally of the first detailed-router pass=7, Root Buffer=clkbuf_16, Chip Height=570.9 um, Post-CTS Setup Repair Bufs=0, grt total ovfl=0, CP Launch Point=capture_addr[5]$_DFFE_PP0P_, Largest register FFs=4096, yosys cell count=8250, crit path max fanout=22, remaining antenna violation count=0, Post-DP HPWL=237200 um, Flop pwr share=52.8%, status=finished, final reports clean, cell count after synthesis=8250, initial antenna violation count=16, Num Clock Sinks=4195, Distinct cells, synth=71, core region area=0.3214 sq mm, Initial DRC Count=5198, Final min period=3.542 ns, die area=0.3259 sq mm, Sw Share=21.71%, EDFF count, synth=4096, clk latency of the worst-skew pair=0.96 ns, Final setup viols=0, VDD IR max=0.3731 mV, tally of OpenROAD warnings=79, All-Layer GR Usage=29.87%, share of cells above drive strength 1=24.09%, switching power total=17.05 mW, ys async rst share=1.597%, Longest Clk Path Bufs=4, CP arrival=4.17 ns, Syn Area/Cell=19.62 sq um, Reg clk slew, reported paths=0.06 ns, Cell Area, Synth=0.1618 sq mm, final tally of hold violations=0, combinational share of power=5.5%, RSZ-0062 raised after global routing=no, PnR worst setup slack=1.158 ns, final setup TNS=0 ns, H-tree level count=5, Crit. End Element=register, Final Skew=0.06360 ns, final RePlAce weighted congestion=0.8734, Max-cap violations=0, CP Capture Point=capture_ram.mem[7][31]$_DFFE_PP_, drt wl/cell=31.45 um, Post-synth regs=4195, clock power share=41.7%, FF-to-FF setup slack=1.16 ns, Synth Seq Share=77.44%, Ports=199, num rows=208, RR Endpoint=capture_ram.mem[7][31]$_DFFE_PP_, post-cts hold buffer count=0, PD cells=421.5 mW/mm^2, critical path launch point type=register, Max transition margin=34.19%, total power=78.53 mW, die width=570.9 um, CTS resizes=0, first-pass GRT wire length=606600 um, Yosys warnings=2, vias per std cell=6.058, Fmax achieved=282.3 MHz, Buffers on Ports=141, fin. max-slew vios=0, worst path required time=5.33 ns, Syn-to-layout area delta=15.14%, Util after Layout=57.97%, critical path type=register to register, Post-route DRC=0, CTS tree=done, Num CTS Buffers=426, yosys stat chip area=0.1618 sq mm, Worst Max-Slew Pin Slew=0.9848 ns, Leak=57.54 nW, routed via count=81660
## synthesized netlist by cell type, types with 19 or more instances
| cell | instances | share of area (%) |
|---|---|---|
| edfxtp_1 | 4096 | 76 |
| mux4_2 | 640 | 8.9 |
| nor2b_1 | 507 | 2.0 |
| a211oi_1 | 477 | 2.2 |
| nor2_1 | 286 | 0.66 |
| nor4_1 | 282 | 1.1 |
| mux2_2 | 266 | 1.9 |
| o22ai_1 | 266 | 1.0 |
| clkbuf_1 | 217 | 0.50 |
| buf_2 | 198 | 0.61 |
| nand2_1 | 172 | 0.40 |
| nand3_1 | 171 | 0.53 |
| mux2i_1 | 132 | 0.82 |
| buf_4 | 81 | 0.38 |
| dfrtp_1 | 66 | 1.0 |
| nand4_1 | 59 | 0.23 |
| dfxtp_1 | 32 | 0.40 |
| o21ai_0 | 32 | 0.099 |
| a21oi_1 | 28 | 0.087 |
| a211oi_2 | 27 | 0.21 |
| buf_6 | 19 | 0.13 |
| inv_1 | 19 | 0.044 |
## per-layer routing
layer,share of wire (%),vias up,GRT usage (%)
met4,3.3,28,7.268
li1,-,35167,-
met5,0.23,-,2.087
met1,31,40747,37.14
met3,18,674,23.47
met2,48,5044,42.83
## cell usage in the layout, fill, tap and decap left out, types with 14 or more instances in the layout
cell type	instances
bufinv_16	28
nand3_1	167
clkbuf_8	19
and3_1	18
mux2i_1	132
o21ai_0	32
dfxtp_1	32
clkinv_1	85
a21oi_1	28
a211o_1	15
nor2_1	159
conb_1	32
nand4_1	59
a211oi_1	477
clkbuf_16	432
a211oi_2	27
mux2_2	266
clkbuf_1	113
o22ai_1	266
nand2_1	168
or4_1	14
dfrtp_1	66
edfxtp_1	4096
buf_12	160
inv_1	18
mux4_2	640
buf_4	354
clkinv_2	74
nor2b_1	507
nor4_1	281
nor2_4	127
clkdlybuf4s50_1	106
## cells by family after synthesis
family / synth area share (%)
compound gates: 3.969
xor+xnor: 0.01083
fa+ha+maj: 0.02320
buf+inv: 1.712
flops: 77.44
mux: 11.58
other cells: 0.004641
simple gates: 5.264
## through the flow
| step | hold WS [ns] | cell area (sq um) | std cells |
|---|---|---|---|
| after detailed placement | 0.5508 | 172700 | 12678 |
| after global placement | 0.5518 | 172700 | 12678 |
| final | 0.2761 | 186300 | 13479 |
| after floorplan | 0.4982 | 161900 | 8280 |
| after CTS | 0.2299 | 186300 | 13467 |
| after global routing | 0.2225 | 186300 | 13470 |
## critical path, cell delays in order, from the launching register on
cell and delay [ns]:
dfrtp_1 0.64, nor2_1 0.75, nand2_1 0.80, nor2_4 0.71, buf_12 0.28
## worst min path at each step
stage | from | endpoint | slack, ns | cells after the start
CTS | capture_data[10] | capture_ram.mem[5][10]$_DFFE_PP_ | 0.23 | 1
global route | capture_data[10] | capture_ram.mem[5][10]$_DFFE_PP_ | 0.22 | 1
finish | capture_data[10] | capture_ram.mem[5][10]$_DFFE_PP_ | 0.28 | 1
## power groups by stage
stage | Sequential [mW] | Clock, mW | Combinational (mW)
5_1_grt | 41.5 | 34.6 | 4.69
4_1_cts | 41.5 | 33.2 | 4.37
6_report | 41.5 | 32.7 | 4.34
## layout make-up
cell class | instances | area (sq um)
fill | 22744 | 135100
sequential | 4195 | 125300
multi-input combinational | 3532 | 34920
clock buffer | 564 | 11500
timing repair buffer | 626 | 7013
tap | 4305 | 5386
clock inverter | 225 | 2097
inverter | 20 | 75.07
antenna | 12 | 30.03
Power figures rest on the tool's default switching activity, not on a simulated workload.
